$ cat /design/flow/config.mk
export PLATFORM = sky130hd
export DESIGN_NAME = EX_stage
export DESIGN_NICKNAME = EX_stage
export VERILOG_FILES = /design/flow/design.v
export SDC_FILE = /design/flow/constraint.sdc
export NUM_CORES = 4
export LEC_CHECK = 1
export CORE_UTILIZATION = 50
$ cat /design/flow/run.sh
#!/bin/bash
# OpenROAD 26Q1-2900-gdf79404cd8, Yosys 0.63+post, stock flow scripts
make -C /OpenROAD-flow-scripts/flow DESIGN_CONFIG=/design/flow/config.mk WORK_HOME=/design/flow/orfs finish
$ cat /design/flow/constraint.sdc
current_design EX_stage

set clk_period 12.7
set clk_io_pct 0.2

create_clock -name clk0 -period $clk_period [get_ports {clk}]

set non_clock_inputs [all_inputs -no_clocks]
set_input_delay [expr $clk_period * $clk_io_pct] -clock clk0 $non_clock_inputs
set_output_delay [expr $clk_period * $clk_io_pct] -clock clk0 [all_outputs]
$ cat /design/flow/design.v
`timescale 1ns / 1ps
module EX_stage(
    input clk,
    input [1:0] ctlwb_in, ctlm_in,
    input [31:0] npc, rdata1, rdata2, s_extend,
    input [4:0] instr_2016, instr_1511,
    input [1:0] alu_op,
    input [5:0] funct,
    input alusrc, regdst,
    output [1:0] ctlwb_out, ctlm_out,
    output [31:0] adder_out, alu_result_out, rdata2_out,
    output [4:0] muxout_out
);
    wire [31:0] alu_in2;
    wire [2:0] alu_control;
    wire alu_zero;
    wire [4:0] regdst_muxout;
    wire [31:0] adder_wire, alu_result;
    add adder_inst(
        .a(npc),
        .b(s_extend),
        .result(adder_wire)
    );
    mux mux32_inst(
        .a(rdata2),
        .b(s_extend),
        .sel(alusrc),
        .y(alu_in2)
    );
    alu_control alu_ctrl_inst(
        .alu_op(alu_op),
        .funct(funct),
        .select(alu_control)
    );
    alu alu(
        .a(rdata1),
        .b(alu_in2),
        .control(alu_control),
        .result(alu_result),
        .zero(alu_zero)
    );
    mux5 regdst_mux(
        .a(instr_2016),
        .b(instr_1511),
        .sel(regdst),
        .y(regdst_muxout)
    );
    ex_latch ex_mem_reg_ctlwb(
        .clk(clk),
        .reset(1'b0),
        .in(ctlwb_in),
        .out(ctlwb_out)
    );
    ex_latch ex_mem_reg_ctlm(
        .clk(clk),
        .reset(1'b0),
        .in(ctlm_in),
        .out(ctlm_out)
    );
    ex_latch #(32) ex_mem_reg_adder(
        .clk(clk),
        .reset(1'b0),
        .in(adder_wire),
        .out(adder_out)
    );
    ex_latch #(32) ex_mem_reg_alu_result(
        .clk(clk),
        .reset(1'b0),
        .in(alu_result),
        .out(alu_result_out)
    );
    ex_latch #(32) ex_mem_reg_rdata2(
        .clk(clk),
        .reset(1'b0),
        .in(rdata2),
        .out(rdata2_out)
    );
    ex_latch #(5) ex_mem_reg_muxout(
        .clk(clk),
        .reset(1'b0),
        .in(regdst_muxout),
        .out(muxout_out)
    );
endmodule
`timescale 1ns / 1ps
module add(
    output [31:0] result,
    input [31:0] a, b
    );
    assign result = a + b;
endmodule
`timescale 1ns / 1ps
module alu(
    input  [31:0] a, b,
    input  [2:0] control,
    output reg [31:0] result,
    output zero
    );
    always @(*) begin
        case (control)
            3'b000: result = a & b;        
            3'b001: result = a | b;        
            3'b010: result = a + b;        
            3'b110: result = a - b;        
            3'b111: result = (a < b) ? 1 : 0;  
            default: result = 32'bx;
        endcase
    end
    assign zero = (result == 0);
endmodule
`timescale 1ns / 1ps
module alu_control (
    output reg [2:0] select,
    input [5:0] funct,
    input [1:0] alu_op
    );
    always @(*) begin
        case (alu_op)
            2'b00: select = 3'b010;  
            2'b01: select = 3'b110;  
            2'b10: begin
                case (funct)
                    6'b100000: select = 3'b010;  
                    6'b100010: select = 3'b110;  
                    6'b100100: select = 3'b000;  
                    6'b100101: select = 3'b001;  
                    6'b101010: select = 3'b111;  
                    default:   select = 3'bxxx;  
                endcase
            end
            default: select = 3'bxxx;
        endcase
    end
endmodule
`timescale 1ns / 1ps
module ex_latch #(parameter WIDTH = 32) (
    input wire clk,
    input wire reset,
    input wire [WIDTH-1:0] in,
    output reg [WIDTH-1:0] out
    );
    always @(posedge clk or posedge reset) begin
        if (reset)
            out <= 0;
        else
            out <= in;
    end
endmodule
`timescale 1ns / 1ps
module mux(
    output wire [31:0] y,
    input wire [31:0] a, b, 
    input wire sel
    );
    assign y = sel ? a: b;
endmodule
`timescale 1ns / 1ps
module mux5(
    output wire [4:0] y,
    input wire [4:0] a, b, 
    input wire sel
    );
    assign y = sel ? a: b;
endmodule
==> flow_metrics.env <==
# physical design summary
export IMPL_outcome="complete, no violations"
export IMPL_cap_violations=0
export IMPL_core_mm2=0.0180
export IMPL_synth_cells=1136
export IMPL_post_route_min_period_ns=6.36
export IMPL_clockBufferDepth=2
export IMPL_global_route_usage_total_pct=34.4
export IMPL_pin_count=258
export IMPL_overflow=0
export IMPL_nFillCells=1500
export IMPL_top_area_share_pct=22.7
export IMPL_cts_root_buf="clkbuf_16"
export IMPL_cp_end_kind="flip-flop"
export IMPL_hp_class="in -> reg"
export IMPL_fp_util_pct=51.3
export IMPL_worst_path_max_delay_cell="mux2i_1"
export IMPL_ys_cells=1136
export IMPL_postCtsSetupRepairBufs=0
export IMPL_remaining_drc_errors=0
export IMPL_crit_type="in -> reg"
export IMPL_ys_flop_type="dfxtp_1"
export IMPL_tool_warnings=113
export IMPL_crit_fanout=33
export IMPL_peakVddDrop_mv=0.0779
export IMPL_drive_gt1_share_pct=3.76
export IMPL_worst_pin_slew_ns=0.823
export IMPL_cp_required_ns=12.95
export IMPL_dp_cells=1596
export IMPL_wire_per_inst_um=19.7
export IMPL_path_clk_slew_ns=0.07
export IMPL_finalNonFillerCells=1611
export IMPL_vias=9419
export IMPL_edf_count=0
export IMPL_slew_headroom_pct=43.6
export IMPL_synthDistinctLibCells=75
export IMPL_tritoncts="done"
export IMPL_die_h_um=138
export IMPL_final_util_pct=68.4
export IMPL_drt_vias_per_instance=5.85
export IMPL_drt_iter0_drc=695
export IMPL_grt_pass1_vias=8738
export IMPL_leakage_uw=0.00549
export IMPL_max_stage_delay_ns=0.72
export IMPL_crit_arrival_ns=6.61
export IMPL_cts_resized=0
export IMPL_numCtsBuffers=9
export IMPL_port_buffers=257
export IMPL_max_clock_freq_mhz=157
export IMPL_detail_route_antenna_nets=0
export IMPL_ys_flops=105
export IMPL_antenna_found_initial=0
export IMPL_p_per_area_mw_per_mm2=102
export IMPL_mostFrequentLayoutCells="256 x clkdlybuf4s50_1, 151 x ha_1, 107 x inv_1, 105 x dfxtp_1, 104 x nor2_1"
export IMPL_place_hpwl_um=25500
export IMPL_clock_sinks=105
export IMPL_grt_pass1_wl_um=48000
export IMPL_finalSetupTns_ns=0
export IMPL_maxSlewViolCount=0
export IMPL_synth_area_top_cells="dfxtp_1 23%, ha_1 20%, a21oi_1 5.3%, inv_1 4.3%, nor2_1 4.2%"
export IMPL_yosys_area_mm2=0.00925
export IMPL_globalplace_congestion=1.01
export IMPL_hold_violations=0
export IMPL_syn2layout_area_growth_pct=33.3
export IMPL_final_common_cell="clkdlybuf4s50_1"
export IMPL_yosysWarnings=9
export IMPL_min_path_cells=1
export IMPL_h_tree_depth=3
export IMPL_rsz0062_at_grt="no"
export IMPL_num_rows=49
export IMPL_holdCritStartpoint="ctlwb_in[1]"
export IMPL_die_area_mm2=0.0190
export IMPL_setup_viol_count_final=0
export IMPL_synthArstFlopShare_pct=0
export IMPL_hold_path_end="ex_mem_reg_ctlwb.out[1]"
export IMPL_antenna_cells_inserted=0
export IMPL_die_w_um=138
export IMPL_cts_hold_buf=0
export IMPL_ys_seq_share_pct=22.7
export IMPL_wl_um=31800
export IMPL_drt_first_pass_iters=5
export IMPL_crit_buf_inv=2
export IMPL_top_area_cell="dfxtp_1"
export IMPL_start_kind="input port"
export IMPL_grt_start_max_net_pins=34
export IMPL_critical_path_top_delay_family="AND-OR/OR-AND gates"
export IMPL_crit_chain="buf_2 -> buf_4 -> mux2i_1 -> ha_1 -> nor4bb_1 -> nand2_1 -> a311oi_1 -> o21ai_1 -> a2111oi_0 -> nor3_1 -> a221oi_1 -> o211ai_1 -> and2_1"
export IMPL_post_route_period_util_pct=50.1
export IMPL_netlist_area_mm2=0.00925
export IMPL_avgSynthCellArea_um2=8.14
cells in the mapped netlist, types with 13 or more instances:
library cell,number
nand2_1,69
dfxtp_1,105
nand2b_1,13
o22ai_1,18
xnor2_1,44
ha_1,151
nand3_1,14
a21oi_1,97
a21o_1,23
nor3_1,26
clkbuf_1,33
mux2i_1,34
a221oi_1,14
inv_1,107
nor2b_1,13
o21bai_1,16
o211ai_1,13
nor2_1,104
o21ai_0,51
sequential cells by signal, summed over array words and instances (netlist names):
name / count
ex_mem_reg_adder.out: 32
ex_mem_reg_alu_result.out: 32
ex_mem_reg_rdata2.out: 32
ex_mem_reg_muxout.out: 5
ex_mem_reg_ctlm.out: 2
ex_mem_reg_ctlwb.out: 2
layer usage:
layer | track usage [%] | vias up | share of wire [%]
li1 | - | 4564 | -
met1 | 48.1 | 4353 | 43
met2 | 52.1 | 432 | 44
met3 | 10.6 | 70 | 10
met4 | 9.06 | 0 | 2.9
met5 | 0 | - | 0
report_power, final:
group | switching (uW) | internal, uW | total, uW
Sequential | 17.7 | 387 | 405
Clock | 147 | 137 | 284
Combinational | 278 | 293 | 571
how the worst max path moves through the flow:
stage,start,end,slack (ns),cells past startpoint
CTS,alusrc,ex_mem_reg_alu_result.out[30],6.39,13
global route,alusrc,ex_mem_reg_alu_result.out[0],6.07,13
finish,alusrc,ex_mem_reg_alu_result.out[30],6.34,13
kinds of logic after synthesis:
group	Yosys count	share of synthesized area, %
compound gates	350	25.9
simple gates	288	14.8
fa+ha+maj	154	21.1
buf+inv	145	5.97
flops	105	22.7
xor+xnor	55	5.21
mux	39	4.29
metrics by stage:
step	hold slack, ns	total power (uW)	cell area (um^2)	setup WS (ns)
after floorplan	2.57	702	9250	6.54
after detailed placement	2.99	973	12000	6.01
final	2.62	1260	12300	6.34
after global placement	2.99	973	12000	6.11
after CTS	2.62	1260	12300	6.39
after global routing	2.62	1340	12300	6.07
cell type report:
class                      instances  area (um^2)  area share, %
multi-input combinational        886         6590           53.5
timing repair buffer             268         2650           21.5
tap                              229          287           2.33
inverter                         108          405           3.29
clock buffer                       9          225           1.83
clock inverter                     6         61.3          0.498
sequential                       105         2100           17.1
Power and IR drop assume default switching activity.
