===== ./config.mk =====
export PLATFORM = sky130hd
export DESIGN_NAME = IF_stage
export DESIGN_NICKNAME = IF_stage
export VERILOG_FILES = /design/flow/design.v
export SDC_FILE = /design/flow/constraint.sdc
export NUM_CORES = 4
export LEC_CHECK = 1
export CORE_AREA = 10 10 114 114
export DIE_AREA = 0 0 124 124

===== ./constraint.sdc =====
current_design IF_stage

set clk_period 5.2
set clk_io_pct 0.2

create_clock -name clk0 -period $clk_period [get_ports {clk}]

set non_clock_inputs [all_inputs -no_clocks]
set_input_delay [expr $clk_period * $clk_io_pct] -clock clk0 $non_clock_inputs
set_output_delay [expr $clk_period * $clk_io_pct] -clock clk0 [all_outputs]

===== ./design.v =====
`timescale 1ns / 1ps
module IF_stage (
    input  wire        clk,
    input  wire        reset,
    input  wire        ex_mem_pcrsrc,   
    input  wire [31:0] ex_mem_npc,      
    output wire [31:0] IF_ID_npc,       
    output wire [31:0] IF_ID_instr      
);
    wire [31:0] pc;          
    wire [31:0] pc_plus_1;   
    wire [31:0] npc;         
    wire [31:0] instr;       
    program_counter PC (
        .clk   (clk),
        .reset (reset),
        .npc   (npc),
        .pc    (pc)
    );
    adder ADD_PC (
        .pcin  (pc),
        .pcout (pc_plus_1)
    );
    assign npc = ex_mem_pcrsrc ? ex_mem_npc : pc_plus_1;
    instruction_memory IM (
        .addr (pc),
        .data (instr)
    );
    if_id_latch IF_ID (
        .clk      (clk),
        .reset    (reset),
        .npc      (npc),
        .instr    (instr),
        .npcout   (IF_ID_npc),
        .instrout (IF_ID_instr)
    );
endmodule
`timescale 1ns / 1ps
module adder(output [31:0] pcout, input [31:0] pcin);
  assign pcout = pcin + 1;
endmodule
`timescale 1ns / 1ps
module if_id_latch(
  input clk, reset,
  input [31:0] npc, instr,
  output reg [31:0] npcout, instrout
);
  always @(posedge clk or posedge reset) begin
    if (reset) begin
      npcout <= 0;
      instrout <= 0;
    end else begin
      npcout <= npc;
      instrout <= instr;
    end
  end
endmodule
`timescale 1ns / 1ps
module instruction_memory(output [31:0] data, input [31:0] addr);
  reg [31:0] memory [0:127];
  wire [6:0] index = addr[8:2];  
  initial begin
    memory[0] = 32'hA00000AA;
    memory[1] = 32'h10000011;
    memory[2] = 32'h20000022;
    memory[3] = 32'h30000033;
    memory[4] = 32'h40000044;
    memory[5] = 32'h50000055;
    memory[6] = 32'h60000066;
    memory[7] = 32'h70000077;
    memory[8] = 32'h80000088;
    memory[9] = 32'h90000099;
  end
  assign data = memory[index];
endmodule
`timescale 1ns / 1ps
module program_counter(output reg [31:0] pc, input [31:0] npc, input clk, reset);
  always @(posedge clk or posedge reset) begin
    if (reset) pc <= 0;
    else       pc <= npc;
  end
endmodule

===== ./run.sh =====
#!/bin/bash
# OpenROAD 26Q1-2900-gdf79404cd8, Yosys 0.63+post, stock flow scripts
make -C /OpenROAD-flow-scripts/flow DESIGN_CONFIG=/design/flow/config.mk WORK_HOME=/design/flow/orfs finish

==> flow_summary.json <==
{
  "routed_via_density": 4.41,
  "netlist_area_sq_um": 2180,
  "coreArea_sq_um": 10400,
  "warnings": 25,
  "final_hold_viol_count": 0,
  "clock_skew_ns": 0.00553,
  "antenna_found_initial": 0,
  "post_drt_wl_per_cell_um": 14.6,
  "ys.flops": 36,
  "fin_tns_setup_ns": 0,
  "r2r-end": "IF_ID.npcout[25]",
  "slowest_stage": "clkdlybuf4s50_1",
  "cts_tree": "done",
  "hp-start": "IF_ID.npcout[0]",
  "final_layout_size_suffix_gt1_share_pct": 4.46,
  "path_delay_family": "buffers and inverters",
  "post_cts_buffers": 0,
  "dr_wl_met3_um": 568,
  "fp-utilization_pct": 20.9,
  "crit_fanout": 9,
  "crit_buf_inv": 1,
  "reg2reg_setup_slack_ns": 3.03,
  "grt_max_degree": 42,
  "p_leak_nw": 1.13,
  "worst-r2r-cell-count": 4,
  "synth-async-reset-ratio_pct": 100,
  "criticalPathCategory": "reg -> out",
  "r2r_start": "IF_ID.npcout[8]",
  "grt_setup_unrepaired": "no",
  "cts_buffers": 5,
  "cts-root-buf": "clkbuf_8",
  "vias": 1985,
  "holdWs_ns": 0.527,
  "start_kind": "flip-flop",
  "cts.sinks": 36,
  "dpl.hpwl_mm": 5.04,
  "track_usage_pct": 8.38,
  "drt_iter0_drc": 97,
  "end_kind": "primary output",
  "min_path_cells": 1,
  "drv_cap": 0,
  "grt_pass1_vias": 2010,
  "syn_inst": 248,
  "met1_length_mm": 3.01,
  "yosys_warnings": 3,
  "die_h_um": 124,
  "ys_area_sq_um": 2180,
  "arrival_ns": 1.36,
  "cp_slowest_stage_delay_ns": 0.55,
  "layout-area-overhead-vs-synth_pct": 39.5,
  "clock_path_buffers": 2,
  "setup_violations": 0,
  "grt_overflow": 0,
  "hold_end": "IF_ID.npcout[0]",
  "ys_seq_share_pct": 41.3,
  "dieArea_sq_um": 15400,
  "hold_class": "reg -> reg",
  "diodes": 0,
  "ys.flop_type": "dfrtp_1",
  "avgSynthCellArea_sq_um": 8.79,
  "drc": 0,
  "cts_resized": 0,
  "finalClockPeriodUsage_pct": 46.1,
  "postLayoutCoreUtil_pct": 29.2,
  "place.gp.congestion": 0.787,
  "ys_types": 34,
  "ys_cells": 248,
  "wl_mm": 6.59,
  "ir_drop_mv": 0.0998,
  "clk_latency_ns": 0.28,
  "slew_violations": 0,
  "logic_area_sq_um": 1060,
  "clkTransAtPathRegs_ns": 0.07,
  "cellPowerDensity_nw_per_um2": 239,
  "min_period_ns": 2.40,
  "pin_count": 99,
  "maxUsedRoutingLayer": "met4",
  "h-tree-depth": 2,
  "die_w_um": 124,
  "grt_pass1_wl_mm": 10.5,
  "crit_chain": "clkdlybuf4s50_1",
  "antenna_left": 0,
  "wl_met2_mm": 2.94,
  "drt_pass1_iterations": 4,
  "ctsHoldBuffers": 0,
  "cp.required_ns": 4.16,
  "num_rows": 37,
  "status": "completed",
  "edf_count": 0,
  "flop_area_sq_um": 901,
  "io_buffers": 78,
  "fillers": 1106,
  "fmax_ghz": 0.417
}
-- stage by stage --
step                      area (sq um)  std cells  power [W]  worst slack [ns]
after floorplan                   2250        267   0.000426              3.21
after global placement            2950        442   0.000531              2.57
after detailed placement          2950        442   0.000534              2.55
after CTS                         3040        450   0.000745              2.79
after global routing              3040        450   0.000784              2.73
final                             3040        450   0.000727              2.80
-- power by group --
part | leakage (nW) | total [W] | switching (W) | internal, W
Combinational | 0.664 | 0.000170 | 0.0000527 | 0.000117
Sequential | 0.422 | 0.000354 | 0.0000442 | 0.000310
Clock | 0.0455 | 0.000203 | 0.0000951 | 0.000108
-- synth_stat cells (3+ instances only) --
master | count | area (sq um)
nand4_1 | 7 | 43.8
a31oi_1 | 12 | 75.1
nor3_1 | 3 | 15.0
inv_1 | 4 | 15.0
dfrtp_1 | 36 | 901
or3_1 | 7 | 43.8
clkbuf_1 | 11 | 41.3
or4_1 | 13 | 97.6
o21ai_0 | 17 | 85.1
nand2_1 | 30 | 113
xor2_1 | 3 | 26.3
xnor2_1 | 9 | 78.8
o31ai_1 | 9 | 67.6
nand3_1 | 12 | 60.1
nor2_1 | 17 | 63.8
and4_1 | 5 | 43.8
buf_4 | 28 | 210
nor4_1 | 4 | 25.0
o211ai_1 | 4 | 30.0
-- flip-flops by register name, summed over array words and instances (netlist names) --
register,count
IF_ID.instrout,4
IF_ID.npcout,32
-- cell type report --
type | instances | share of cell area [%]
Multi-Input combinational cell | 185 | 35.0
Sequential cell | 36 | 29.6
Timing Repair Buffer | 80 | 26.2
Tap cell | 136 | 5.60
Clock buffer | 8 | 2.96
Inverter | 5 | 0.617
-- placed cells by master, fill, tap and decap left out, types with 4 or more instances in the layout --
cell type / Yosys / layout
and4_1: 5 / 5
conb_1: 1 / 20
a31oi_1: 12 / 12
nor2_1: 17 / 17
clkdlybuf4s50_1: 0 / 78
o211ai_1: 4 / 4
or3_1: 7 / 7
nand4_1: 7 / 7
or4_1: 13 / 13
nand2_1: 30 / 30
nor4_1: 4 / 4
nand3_1: 12 / 12
xnor2_1: 9 / 9
o21ai_0: 17 / 17
o31ai_1: 9 / 9
dfrtp_1: 36 / 36
inv_1: 4 / 4
clkbuf_8: 0 / 6
-- layer usage --
layer | global-route usage (%) | vias up
li1 | - | 985
met1 | 11.6 | 923
met2 | 13.1 | 71
met3 | 2.43 | 6
met4 | 1.15 | 0
met5 | 0 | -
-- worst max path at each step --
stage	from	endpoint	slack, ns	cells after the start
4_1_cts	IF_ID.npcout[4]	IF_ID_npc[4]	2.79	1
5_1_grt	IF_ID.npcout[2]	IF_ID_npc[2]	2.73	1
6_report	IF_ID.npcout[2]	IF_ID_npc[2]	2.80	1
-- kinds of logic (layout without fill, tap and decap cells) --
family | after synthesis | count (layout) | synth area share (%)
AND/OR/NAND/NOR | 106 | 106 | 26.5
other | 1 | 20 | 0.172
multiplexers | 1 | 1 | 0.517
AND-OR/OR-AND | 45 | 45 | 13.0
flip-flops | 36 | 36 | 41.3
adder cells (fa/ha/maj) | 1 | 1 | 0.574
buffers and inverters | 46 | 93 | 13.1
XOR/XNOR | 12 | 12 | 4.82
Power and IR drop assume default switching activity.
