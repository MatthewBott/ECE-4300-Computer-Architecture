==> design/flow/design.v <==
`timescale 1ns / 1ps
module ID_stage(
    input wire          clk,
                        rst,
                        wb_reg_write,
    input wire [4:0]    wb_write_reg_location,
    input wire  [31:0]  mem_wb_write_data,
                        if_id_instr,
                        if_id_npc,
    output wire [1:0]   wb_ctlout,
    output wire [2:0]    id_ex_mem,
    output wire [3:0]    id_ex_execute,
    output wire [31:0]   id_ex_npc,
                        id_ex_readdat1,
                        id_ex_readdat2,
                        id_ex_sign_ext,
    output wire [4:0]    id_ex_instr_bits_20_16,
                        id_ex_instr_bits_15_11
);
    wire [31:0] sign_ext_internal,
                readdat1_internal,
                readdat2_internal;
    wire [1:0] wb_internal;
    wire [2:0] mem_internal;
    wire [3:0] ex_internal;
    sign_extend sE0(
        .immediate(if_id_instr[15:0]),   
        .extended(sign_ext_internal)      
    );
    register rf0(
        .clk(clk),                          
        .rst(rst),                          
        .regwrite(wb_reg_write),            
        .rs(if_id_instr[25:21]),           
        .rt(if_id_instr[20:16]),           
        .rd(if_id_instr[15:11]),           
        .write_data(mem_wb_write_data),     
        .A_readdat1(readdat1_internal),    
        .B_readdat2(readdat2_internal)     
    );
    control c0(
        .clk(clk),                          
        .rst(rst),                          
        .opcode(if_id_instr[31:26]),       
        .wb(wb_internal),                  
        .mem(mem_internal),                
        .ex(ex_internal)                   
    ); 
    latch iEL0(
        .clk(clk),                          
        .rst(rst),                          
        .ctl_wb(wb_internal),               
        .ctl_mem(mem_internal),             
        .ctl_ex(ex_internal),               
        .npc(if_id_npc),                   
        .readdat1(readdat1_internal),      
        .readdat2(readdat2_internal),      
        .sign_ext(sign_ext_internal),      
        .instr_bits_20_16(if_id_instr[20:16]),   
        .instr_bits_15_11(if_id_instr[15:11]),   
        .wb_out(id_ex_wb),                 
        .mem_out(id_ex_mem),               
        .ctl_out(id_ex_execute),           
        .npc_out(id_ex_npc),               
        .readdat1_out(id_ex_readdat1),     
        .readdat2_out(id_ex_readdat2),     
        .sign_ext_out(id_ex_sign_ext),     
        .instr_bits_20_16_out(id_ex_instr_bits_20_16),  
        .instr_bits_15_11_out(id_ex_instr_bits_15_11)   
    );
endmodule
`timescale 1ns / 1ps
module control(
    output reg [1:0] wb,             
    output reg [2:0] mem,            
    output reg [3:0] ex,             
    input [5:0] opcode,              
    input clk,                       
    input rst                        
    );
    parameter RTYPE = 6'b000000;
    parameter LW = 6'b100011;
    parameter SW = 6'b101011;
    parameter BEQ = 6'b000100;
    initial begin
        wb <= 2'b00;
        mem <= 3'b000;
        ex <= 4'b0000;
    end
    always @(posedge clk) begin
        if (rst) begin
            wb <= 2'b00;
            mem <= 3'b000;
            ex <= 4'b0000;
        end else begin
            case(opcode)
                RTYPE: begin
                    wb <= 2'b10;         
                    mem <= 3'b000;       
                    ex <= 4'b1100;       
                end
                LW: begin
                    wb <= 2'b01;         
                    mem <= 3'b001;       
                    ex <= 4'b0010;       
                end
                SW: begin
                    wb <= 2'b00;         
                    mem <= 3'b010;       
                    ex <= 4'b0010;       
                end
                BEQ: begin
                    wb <= 2'b00;         
                    mem <= 3'b000;       
                    ex <= 4'b0110;       
                end
                default: begin
                    wb <= 2'b00;         
                    mem <= 3'b000;       
                    ex <= 4'b0000;       
                end
            endcase
        end
    end
endmodule
`timescale 1ns / 1ps
module latch(
    output reg [1:0] wb_out,
    output reg [2:0] mem_out,
    output reg [3:0] ctl_out,
    output reg [4:0] instr_bits_20_16_out, instr_bits_15_11_out,
    output reg [31:0] npc_out, readdat1_out, readdat2_out, sign_ext_out,
    input clk,                     
    input rst,                     
    input [1:0] ctl_wb,
    input [2:0] ctl_mem,
    input [3:0] ctl_ex,
    input [4:0] instr_bits_20_16, instr_bits_15_11,
    input [31:0] npc, readdat1, readdat2, sign_ext
    );
    always @(posedge clk) begin
        if (rst) begin
            wb_out <= 2'b00;
            mem_out <= 3'b000;
            ctl_out <= 4'b0000;
            instr_bits_20_16_out <= 5'b00000;
            instr_bits_15_11_out <= 5'b00000;
            npc_out <= 32'b0;
            readdat1_out <= 32'b0;
            readdat2_out <= 32'b0;
            sign_ext_out <= 32'b0;
        end
        else begin
            wb_out <= ctl_wb;
            mem_out <= ctl_mem;
            ctl_out <= ctl_ex;
            instr_bits_20_16_out <= instr_bits_20_16;
            instr_bits_15_11_out <= instr_bits_15_11;
            npc_out <= npc;
            readdat1_out <= readdat1;
            readdat2_out <= readdat2;
            sign_ext_out <= sign_ext;
        end
    end
endmodule
`timescale 1ns / 1ps
module register(
    output reg [31:0] A_readdat1,   
    output reg [31:0] B_readdat2,   
    input [4:0] rs,                 
    input [4:0] rt,                 
    input [4:0] rd,                 
    input [31:0] write_data,        
    input regwrite,                 
    input clk,                      
    input rst                       
    );
    reg [31:0] REG [31:0];
    initial begin
        REG[0] = 32'h002300AA;
        REG[1] = 32'h10654321;
        REG[2] = 32'h00100022;
        REG[3] = 32'h8C123456;
        REG[4] = 32'h8F123456;
        REG[5] = 32'hAD654321;
        REG[6] = 32'h60000066;
        REG[7] = 32'h13012345;
        REG[8] = 32'hAC654321;
        REG[9] = 32'h12012345;
    end
    always @(posedge clk) begin
        if (rst) begin
            A_readdat1 <= 32'b0;
            B_readdat2 <= 32'b0;
        end else begin
            if (regwrite) begin
                REG[rd] <= write_data;
            end
            A_readdat1 <= REG[rs];
            B_readdat2 <= REG[rt];
        end
    end
endmodule
`timescale 1ns / 1ps
module sign_extend(
    input wire [15:0] immediate,       
    output wire [31:0] extended        
);
    assign extended = {{16{immediate[15]}}, immediate};   
endmodule
==> design/flow/run.sh <==
#!/bin/bash
# OpenROAD 26Q1-2900-gdf79404cd8, Yosys 0.63+post, stock flow scripts
make -C /OpenROAD-flow-scripts/flow DESIGN_CONFIG=/design/flow/config.mk WORK_HOME=/design/flow/orfs finish
==> design/flow/config.mk <==
export PLATFORM = sky130hd
export DESIGN_NAME = ID_stage
export DESIGN_NICKNAME = ID_stage
export VERILOG_FILES = /design/flow/design.v
export SDC_FILE = /design/flow/constraint.sdc
export NUM_CORES = 4
export LEC_CHECK = 1
export CORE_UTILIZATION = 50
==> design/flow/constraint.sdc <==
current_design ID_stage

set clk_period 7.1
set clk_io_pct 0.2

create_clock -name clk0 -period $clk_period [get_ports {clk}]

set non_clock_inputs [all_inputs -no_clocks]
set_input_delay [expr $clk_period * $clk_io_pct] -clock clk0 $non_clock_inputs
set_output_delay [expr $clk_period * $clk_io_pct] -clock clk0 [all_outputs]
==> results.py <==
# Flow results
metrics = {
    "yosys": {
        "enable_flop_cells": 1024,
        "ys_ff": 1215,
        "synth_cells": 2632,
        "ys_sh_simple": 0.02334,
        "netlist_area_sq_um": 52000,
        "synth.avg_cell_area_sq_um": 19.76,
        "flop_cell": "edfxtp_1",
        "synth-compound-area-share": 0.04013,
        "ys_area_sq_um": 52000,
        "async_reset_ff_frac": 0,
        "area_leaders": "edfxtp_1 (59%), mux4_2 (21%), dfxtp_1 (7.4%)",
        "ys_cells": 2632,
        "yosysTopAreaCellShare": 0.5913,
        "yosys.cell_types.count": 34,
        "synthTopLogicFamily": "multiplexers",
        "synth.mux.area_fraction": 0.2464,
        "yosys_warnings": 7,
        "fa_ha_area_frac": 0,
        "ys_seq_frac": 0.6648,
        "top_cell": "edfxtp_1",
        "xor_share": 0,
        "yosys-top-cells-count": "edfxtp_1 (1,024), mux4_2 (480), dfxtp_1 (191)",
        "yosysTopAreaCell": "edfxtp_1",
    },
    "setup_path": {
        "crit_family": "simple AND/OR/NAND/NOR gates",
        "arrival_ns": 4.21,
        "worst-path-buf-inv": 2,
        "critical_path_class": "in -> reg",
        "crit_chain": "clkdlybuf4s50_1 -> nor2b_1 -> nand2_1 -> nor2_4 -> buf_4",
        "reg2reg_from": "rf0.REG[4][0]$_DFFE_PP_",
        "crit_fanout": 18,
        "cp.required_ns": 7.45,
        "startpoint": "wb_reg_write",
        "endpoint_kind": "register",
        "max_stage_delay_ns": 0.95,
        "cp_slowest_cell": "nor2_4",
        "start_kind": "primary input",
    },
    "timing": {
        "grt_setup_unrepaired": "no",
        "relSlewSlack": 0.2724,
        "fin_setup_tns_ns": 0,
        "fin_crit_sh": 0.5428,
        "fin_ws_ns": 3.246,
        "max_freq_ghz": 0.2595,
        "min_period_ns": 3.854,
        "drv_slew": 0,
        "hold_ws_ns": 0.4368,
        "final-setup-viol-count": 0,
        "tightest_slew_ns": 1.088,
        "skew_ns": 0.03555,
        "hold_violations": 0,
    },
    "cts": {
        "clock_latency_ns": 0.75,
        "postCtsSetupBuffers": 0,
        "htree_levels": 4,
        "clockBufferDepth": 3,
        "numCtsBuffers": 131,
        "cts-root-buf": "clkbuf_16",
        "hold_buffers": 0,
        "cts_tree": "yes",
        "clkTransAtPathRegs_ns": 0.06,
        "cts_resized": 0,
        "clkSinkCount": 1215,
    },
    "layout": {
        "logic_area_sq_um": 16410,
        "fillers": 7206,
        "area_growth_pct": 16.21,
        "final_area_sq_um": 60430,
        "seq_area_sq_um": 34570,
        "drive_gt1_frac": 0.3032,
    },
    "power": {
        "vdd_drop_max_mv": 0.2026,
        "powerDensity_nw_per_um2": 264.0,
        "power.leakage_uw": 0.01960,
    },
    "job": {
        "warnings": 33,
        "drv_cap": 0,
    },
    "routing": {
        "via_count": 28750,
        "ant_nets": 0,
        "drtIter0Drc": 1948,
        "viasPerCell": 6.586,
        "firstDrtPassIters": 5,
        "post-route-drc-count": 0,
        "wl_per_cell_um": 35.93,
        "routed_wl_mm": 156.8,
    },
    "floorplan": {
        "rows": 117,
        "ioPinCount": 251,
        "die_height_um": 324.5,
        "core_area_sq_um": 102500,
        "die_area_sq_um": 105300,
        "die_width_um": 324.5,
        "fp_util": 0.5075,
    },
    "min_path": {
        "holdCritPathClass": "reg -> reg",
        "hp-start": "c0.ex[2]$_SDFF_PP0_",
    },
    "global_routing": {
        "grt_pass1_wl_mm": 225.3,
        "overflow": 0,
        "grt_use_total": 0.3403,
        "grt_max_degree": 101,
        "grt_pass1_vias": 32610,
        "antenna_found_initial": 5,
    },
    "placement": {
        "routabilityCongestion": 0.9086,
        "pre_cts_slack_ns": 2.543,
        "hpwl_mm": 89.80,
        "numPortBuffers": 241,
        "post_dp_cell_area_sq_um": 56020,
    },
    "run_status": {
        "status": "finished, final reports clean",
    },
}
-- cells in the final DEF (no fill, tap or decap), types with 4 or more instances in the layout --
| cell type | netlist | routed |
|---|---|---|
| nor2_1 | 70 | 36 |
| nand2_1 | 5 | 4 |
| nor2_4 | 0 | 34 |
| a22oi_1 | 32 | 32 |
| inv_6 | 0 | 4 |
| a221o_1 | 32 | 32 |
| mux2_2 | 64 | 64 |
| mux2i_1 | 128 | 128 |
| clkbuf_16 | 0 | 145 |
| diode_2 | 0 | 6 |
| buf_12 | 0 | 6 |
| dfxtp_1 | 191 | 191 |
| nor2b_1 | 127 | 124 |
| clkdlybuf4s50_1 | 0 | 232 |
| bufinv_16 | 0 | 8 |
| buf_4 | 54 | 105 |
| o21ai_0 | 32 | 32 |
| or3b_2 | 4 | 4 |
| clkinv_2 | 0 | 19 |
| clkbuf_1 | 94 | 29 |
| clkinvlp_4 | 0 | 4 |
| conb_1 | 1 | 4 |
| a211o_1 | 32 | 32 |
| clkinv_1 | 0 | 11 |
| clkbuf_8 | 0 | 14 |
| a221oi_1 | 32 | 32 |
| a31oi_1 | 32 | 32 |
| o22ai_1 | 96 | 96 |
| mux4_2 | 480 | 480 |
| edfxtp_1 | 1024 | 1024 |
-- cell type report --
cell class	instances	area share
Timing Repair Buffer	350	0.05488
Inverter	1	0.00008281
Sequential cell	1215	0.5721
Clock inverter	49	0.007722
Tap cell	1368	0.02832
Multi-Input combinational cell	1187	0.2716
Clock buffer	189	0.06505
Antenna cell	6	0.0002484
-- sequential cells by signal, indices dropped and copies added (netlist names) --
name,count
iEL0.sign_ext_out,11
rf0.A_readdat1,32
iEL0.mem_out,2
iEL0.npc_out,32
c0.ex,3
iEL0.instr_bits_20_16_out,5
rf0.B_readdat2,32
iEL0.ctl_out,3
iEL0.readdat1_out,32
iEL0.readdat2_out,32
iEL0.instr_bits_15_11_out,5
rf0.REG,1024
c0.mem,2
-- power breakdown --
part / switching [uW] / internal, uW
Sequential: 50.9 / 7840
Combinational: 628 / 542
Clock: 2750 / 4140
-- final timing paths --
path                                        to  cells past startpoint  slack, ns
setup reg to reg  rf0.A_readdat1[0]$_SDFF_PP0_                      4       5.32
setup / recovery     rf0.REG[12][11]$_DFFE_PP_                      5       3.25
hold reg to reg     iEL0.ctl_out[2]$_SDFF_PP0_                      1       0.44
hold / removal      iEL0.ctl_out[2]$_SDFF_PP0_                      1       0.44
-- layer usage --
metal / part of all wire / global-route usage / up-vias
met5: 0.0029 / 0.04212 / -
met4: 0.040 / 0.1018 / 18
met3: 0.20 / 0.2964 / 393
met2: 0.45 / 0.4597 / 2439
met1: 0.30 / 0.4161 / 14260
li1: - / - / 11630
-- stage by stage --
stage	utilization	total power, uW	instances
floorplan	-	8699	2635
global placement	0.5467	9200	4121
detailed placement	0.5467	9209	4121
CTS	0.5896	16040	4359
global route	0.5898	16390	4365
finish	0.5898	15950	4365
-- cell families (layout without fill, tap and decap cells) --
family | count (synthesis) | in the layout
AOI/OAI and AO/OA | 289 | 289
buffers and inverters | 233 | 589
other | 1 | 10
muxes | 672 | 672
DFF | 1215 | 1215
and+or+nand+nor | 222 | 222
Power and IR drop assume default switching activity.
